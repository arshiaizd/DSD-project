### flow/run.sh
#!/bin/bash
# OpenROAD 26Q1-2900-gdf79404cd8, Yosys 0.63+post, stock flow scripts
make -C /OpenROAD-flow-scripts/flow DESIGN_CONFIG=/design/flow/config.mk WORK_HOME=/design/flow/orfs finish
### flow/config.mk
export PLATFORM = sky130hd
export DESIGN_NAME = PARKING
export DESIGN_NICKNAME = PARKING
export VERILOG_FILES = /design/flow/design.v
export SDC_FILE = /design/flow/constraint.sdc
export NUM_CORES = 4
export LEC_CHECK = 1
export CORE_UTILIZATION = 40
### flow/constraint.sdc
current_design PARKING

set clk_period 12.8
set clk_io_pct 0.2

create_clock -name clk0 -period $clk_period [get_ports {car_entered}]
create_clock -name clk1 -period $clk_period [get_ports {car_exited}]
create_clock -name clk2 -period $clk_period [get_ports {clk}]

set non_clock_inputs [all_inputs -no_clocks]
set_input_delay [expr $clk_period * $clk_io_pct] -clock clk0 $non_clock_inputs
set_output_delay [expr $clk_period * $clk_io_pct] -clock clk0 [all_outputs]
### flow/design.v
module PARKING (
    input clk,
    input car_entered,
    input is_uni_car_entered,
    input car_exited,
    input is_uni_car_exited,
    output signed [10 : 0] uni_parked_car,
    output signed [10 : 0] parked_car,
    output signed [10 : 0] uni_vacated_space,
    output signed [10 : 0] vacated_space,
    output uni_is_vacated_space,
    output is_vacated_space,
    output valid
);
    reg signed [10 : 0] number_of_entered_cars = 0;
    reg signed [10 : 0] number_of_entered_uni_cars = 0;
    reg signed [10 : 0] number_of_exited_cars = 0;
    reg signed [10 : 0] number_of_exited_uni_cars = 0;
    reg signed [10 : 0] uni_parked_car_tmp;
    reg signed [10 : 0] parked_car_tmp;    
    integer capacity = 0;
    integer minute = 0;
    integer hour = 0;
    assign uni_parked_car = uni_parked_car_tmp;
    assign parked_car = parked_car_tmp;
    assign uni_vacated_space = 700 - capacity - uni_parked_car_tmp;
    assign vacated_space = capacity - parked_car_tmp;
    assign uni_is_vacated_space = (700 > capacity + uni_parked_car_tmp);
    assign is_vacated_space = (capacity > parked_car_tmp);
    assign valid = (uni_vacated_space >=0 && vacated_space >= 0);
    always @(posedge clk) begin
        minute <= minute + 1;
        if (minute == 600) begin
            minute <= 0;
            hour <= hour + 1;
        end
        if (hour == 24) begin
            hour <= 0;
        end
        if (hour >= 8 && hour < 13) begin
            capacity <= 200;
        end 
        else if (hour >= 13 && hour <= 15) begin
            capacity <= 200 + (hour - 12) * 50;
        end
        else begin
            capacity <= 500;
        end
    end
    always @(posedge car_entered) begin
        number_of_entered_uni_cars <= number_of_entered_uni_cars + ((is_uni_car_entered & uni_is_vacated_space) ? 1 : 0);
        number_of_entered_cars <= number_of_entered_cars + ((~is_uni_car_entered & is_vacated_space) ? 1 : 0);
    end
    always @(posedge car_exited) begin
        number_of_exited_uni_cars <= number_of_exited_uni_cars + ((is_uni_car_exited & (uni_parked_car > 0)) ? 1 : 0);
        number_of_exited_cars <= number_of_exited_cars + ((~is_uni_car_exited & (parked_car > 0)) ? 1 : 0);
    end
    always @(number_of_entered_uni_cars, number_of_entered_cars, number_of_exited_uni_cars, number_of_exited_cars) begin
        uni_parked_car_tmp = number_of_entered_uni_cars - number_of_exited_uni_cars;
        parked_car_tmp = number_of_entered_cars - number_of_exited_cars;
    end
endmodule
==> Table 3: Implementation characteristics <==
Summary of implementation characteristics

Parameter                              Value

Worst setup path
  Logic depth of the worst setup path including buffers .................. 23
  Worst setup path startpoint .................. number_of_entered_uni_cars[0]
  Launching point of the worst reg2reg path .................. number_of_entered_uni_cars[0]
  Crit path largest cell delay .................. 600 ps
  Worst path buffer plus inverter count .................. 5
  Worst-path fanout max .................. 23
  Logic depth of the worst register-to-register path .................. 28
  Worst reg2reg path endpoint .................. number_of_entered_uni_cars[10]
  Setup crit end .................. uni_is_vacated_space
  Critical path start-end classification .................. flip-flop to primary output
  Critical path cell sequence .................. inv_1, ha_1, inv_1, fa_1, a21oi_1, o21a_1, o21ai_0, a31o_2, a21oi_1, xnor2_1, buf_4, inv_1, ha_1, a21oi_1, o21a_1, o2bb2ai_1, o311ai_1, and2_1, o21ai_0, xor2_1, or3_1, o31ai_1, clkdlybuf4s50_1
  Cell with the biggest individual delay on the critical path .................. sky130_fd_sc_hd__inv_1
  Data arrival, critical path .................. 6290 ps
  Nature of the critical path startpoint .................. flip-flop
  Required time at the endpoint of the critical path .................. 10240 ps
  FF-to-FF setup slack .................. around 6000 ps
  Category of the worst setup path capture point .................. primary output
  Kind of cell adding the most delay to the critical path .................. AND-OR/OR-AND gates

GRT
  GR Util All Layers .................. 0.171
  Grt ovf .................. 0
  Global-route wire length before repair .................. 49600 µm
  Number of global-route vias before repair .................. 10200
  Pin count of the biggest net entering global routing .................. 26
  Number of antenna violations at the first check in global routing .................. 0

Floorplanning
  Site row count .................. 67
  Die outline width .................. roughly 190 µm
  Core area .................. 33800 µm²
  Floorplan utilization .................. 0.410
  Y dimension of the die .................. 188 µm
  Count of pins on the block boundary .................. 52
  Die area .................. 35400 µm²

Drt
  Ant. Diodes .................. 0
  Iteration tally of the first detailed-router pass .................. 5
  Routed Antenna Nets .................. 0
  Aggregate routed wire length .................. 29500 µm
  WL/cell .................. 13.6 µm
  Iteration-0 DRC count of the detailed router .................. 545
  Vias per Instance .................. 5.13
  Detailed-route DRC error count .................. 0
  Number of vias after detailed routing .................. between 10000 and 15000

Final layout
  Share of final-layout standard cells stronger than drive strength 1 .................. 0.0400
  Post-layout utilization of the core .................. 0.449
  Number of fillers in the final layout .................. 3255
  Area Overhead vs Synth .................. 9.53%
  Reg area .................. 2780 µm²
  Comb gate area .................. approximately 10000 µm²

Pwr
  Switching share of total power .................. 0.350
  P_sw .................. 0.000603 W
  Proportion of power drawn by combinational gates .................. 0.483
  Power density normalized to cell area .................. 113 nW/µm²
  Max rail drop VDD .................. 194 µV
  Register share of total power .................. 0.281
  Leakage power .................. 6.81 nW
  Internal .................. ~0.0011 W
  Fraction of power consumed by the clock network .................. 0.236

Timing
  Relative slew margins .................. 0.458
  Max Slew Vio Count .................. 0
  Transition time at the pin with the least slew margin .................. 812 ps
  Worst clock skew on the final layout .................. around 15 ps
  Post-route setup TNS .................. 0 ps
  Setup repair after global routing missed its margin .................. no
  Count of final setup violators .................. 0
  Final hold violation count .................. 0

Yosys
  Count of state elements after synthesis .................. 139
  Dominant synthesized flop cell .................. sky130_fd_sc_hd__dfxtp_1
  Most repeated cell in the gate-level netlist after synthesis .................. sky130_fd_sc_hd__inv_1
  Post-synth top area share .................. 0.201
  # Cells Yosys .................. approximately 1700
  Number of instances in the synthesized netlist .................. between 1500 and 2000
  Unique cell types .................. 91
  Yosys warning tally .................. 1
  Library cell occupying the most area in the post-synthesis netlist .................. sky130_fd_sc_hd__dfxtp_1
  Largest cells by area after synthesis .................. sky130_fd_sc_hd__dfxtp_1, sky130_fd_sc_hd__ha_1, sky130_fd_sc_hd__xnor2_1, sky130_fd_sc_hd__inv_1, sky130_fd_sc_hd__fa_1
  Asr flop ratio synth .................. 0
  Seq/Total Area, Yosys .................. 0.201
  Synthesis area per yosys .................. 13800 µm²
  Post-synthesis instance area .................. 13800 µm²
  Avg Synthesized Cell Area .................. 8.16 µm²
  Post-synth tally of flip-flops with integrated enable .................. 0
  Most frequent cells after synthesis .................. sky130_fd_sc_hd__inv_1, sky130_fd_sc_hd__ha_1, sky130_fd_sc_hd__xnor2_1

Place
  Dpl hpwl .................. 24700 µm
  Quantity of I/O buffers inserted on ports .................. between 40 and 50
  Placer congestion estimate .................. 0.961

Clock tree
  Number of sinks on the clock net .................. 139
  Setup Fix Bufs, Post-CTS .................. 0
  Number of gates resized after CTS .................. 0
  Hold_buf cts .................. 0
  Clock transition at the registers of the reported paths .................. ~60 ps
  CTS tree .................. done

Job
  Number of max-cap violations .................. 0
  OpenROAD warning count .................. 48

Run status
  Status .................. complete, no violations

Worst hold path
  Hold/Removal Path Class .................. flip-flop to flip-flop
layout make-up:
cell class              count  area share
well taps                 448      0.0370
clock buffers              15      0.0248
clock inverters             7     0.00602
multi-input cells        1300       0.662
flip-flops and latches    139       0.184
repair buffers             55      0.0353
inverters                 208      0.0515
how the worst min path moves through the flow:
stage	start	to	slack, ps	depth (start not counted)
6_report	number_of_exited_uni_cars[8]	number_of_exited_uni_cars[8]	450	1
5_1_grt	number_of_exited_cars[8]	number_of_exited_cars[8]	490	1
4_1_cts	number_of_exited_uni_cars[8]	number_of_exited_uni_cars[8]	460	1
metal layers:
| metal | share of wire | track usage | vias up | routed length [µm] |
|---|---|---|---|---|
| met5 | 0 | 0 | - | 0 |
| met4 | 0.017 | 0.0253 | 0 | 504 |
| met3 | 0.035 | 0.0250 | 32 | 1030 |
| met2 | 0.44 | 0.270 | 158 | 13100 |
| met1 | 0.50 | 0.257 | 5021 | 14800 |
| li1 | - | - | 5925 | - |
flip-flops by register name, indices dropped and copies added (netlist names):
signal,count
hour,32
minute,32
capacity,31
number_of_entered_cars,11
number_of_entered_uni_cars,11
number_of_exited_cars,11
number_of_exited_uni_cars,11
cells by family (layout without fill, tap and decap cells):
group                    count (synthesis)  after routing  synth area share
AND-OR/OR-AND                          303            303             0.148
XOR/XNOR                               216            216             0.138
adder cells (fa/ha/maj)                231            231             0.227
buffers and inverters                  257            285            0.0740
flip-flops                             139            139             0.201
multiplexers                             8              8           0.00606
AND/OR/NAND/NOR                        542            542             0.206
stage by stage:
step / worst slack, ps / area (µm²) / hold slack, ps / instances / power (W)
after global placement: 4190 / 14700 / 449 / 2150 / 0.00132
after detailed placement: 4170 / 14700 / 454 / 2150 / 0.00133
after floorplan: 5580 / 13800 / 434 / 1696 / 0.000953
after global routing: 3420 / 15200 / 491 / 2172 / 0.00185
after CTS: 3840 / 15200 / 462 / 2172 / 0.00174
final: 3950 / 15200 / 453 / 2172 / 0.00172
cells in the final DEF, fill, tap and decap left out, types with 17 or more instances in the layout:
| cell | netlist | layout |
|---|---|---|
| sky130_fd_sc_hd__a21o_1 | 29 | 29 |
| sky130_fd_sc_hd__a21oi_1 | 91 | 91 |
| sky130_fd_sc_hd__and3_1 | 32 | 32 |
| sky130_fd_sc_hd__clkdlybuf4s50_1 | 0 | 49 |
| sky130_fd_sc_hd__dfxtp_1 | 139 | 139 |
| sky130_fd_sc_hd__fa_1 | 34 | 34 |
| sky130_fd_sc_hd__ha_1 | 197 | 197 |
| sky130_fd_sc_hd__inv_1 | 208 | 208 |
| sky130_fd_sc_hd__nand2_1 | 112 | 112 |
| sky130_fd_sc_hd__nand3_1 | 71 | 71 |
| sky130_fd_sc_hd__nand4_1 | 36 | 36 |
| sky130_fd_sc_hd__nor2_1 | 108 | 108 |
| sky130_fd_sc_hd__nor3_1 | 45 | 45 |
| sky130_fd_sc_hd__nor4_1 | 23 | 23 |
| sky130_fd_sc_hd__o21ai_0 | 60 | 60 |
| sky130_fd_sc_hd__or3_1 | 17 | 17 |
| sky130_fd_sc_hd__xnor2_1 | 144 | 144 |
| sky130_fd_sc_hd__xor2_1 | 71 | 71 |
worst reg2reg max path: cells and delay by family (launching register included):
family | cells | cell delay, ps
compound gates | 11 | 2450
fa+ha+maj | 5 | 1430
buf+inv | 5 | 1080
simple gates | 4 | 980
xor+xnor | 3 | 400
flops | 1 | 310
power groups by stage:
| stage | clock (W) | sequential, W | combinational [W] |
|---|---|---|---|
| final | 0.000405 | 0.000484 | 0.000831 |
| after CTS | 0.000419 | 0.000483 | 0.000839 |
| after global routing | 0.000437 | 0.000488 | 0.000927 |
Power figures rest on the tool's default switching activity, not on a simulated workload.
